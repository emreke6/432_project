<file path="config.mk">
export PLATFORM = sky130hd
export DESIGN_NAME = image_sensor_model
export DESIGN_NICKNAME = image_sensor_model
export VERILOG_FILES = /design/flow/design.v
export SDC_FILE = /design/flow/constraint.sdc
export NUM_CORES = 4
export LEC_CHECK = 1
export CORE_AREA = 10 10 70 70
export DIE_AREA = 0 0 80 80
export SYNTH_HDL_FRONTEND = slang
</file>
<file path="run.sh">
#!/bin/bash
# OpenROAD 26Q1-2900-gdf79404cd8, Yosys 0.63+post, stock flow scripts
make -C /OpenROAD-flow-scripts/flow DESIGN_CONFIG=/design/flow/config.mk WORK_HOME=/design/flow/orfs finish
</file>
<file path="constraint.sdc">
current_design image_sensor_model

set clk_period 1.6
set clk_io_pct 0.2

create_clock -name clk0 -period $clk_period [get_ports {in_clk}]

set non_clock_inputs [all_inputs -no_clocks]
set_input_delay [expr $clk_period * $clk_io_pct] -clock clk0 $non_clock_inputs
set_output_delay [expr $clk_period * $clk_io_pct] -clock clk0 [all_outputs]
</file>
<file path="design.v">
module image_sensor_model(in_clk, in_rst, in_frame_capture, out_data_read, out_done);  
input in_clk, in_rst;
input in_frame_capture; 				 
output [8:0] out_data_read;	 		 
output reg out_done;
reg [8:0] image[63:0]; 			 
reg [5:0] counter;				 
reg reading;
initial		 
begin
	$readmemb("input.txt",image);
end
always @ (posedge in_clk or posedge in_rst)  
begin
	if(in_rst)
	begin
		reading <= 0;
		out_done <= 0;
	end
	else if (in_frame_capture)
	begin
		reading <= 1;
	end
	else if(counter == 63) 
	begin
		reading <= 0;
		out_done <= 1;
	end
	else
	begin
		out_done <= 0;
	end
end
always @ (posedge in_clk or posedge in_rst)
begin
	if(in_rst)
	begin
		counter <= 0;
	end
	else if(reading)
	begin
		counter <= counter + 1;
	end
	else
	begin
		counter <= 0;
	end
end
assign out_data_read = reading ? image[counter] : 0;
endmodule
</file>
<file path="input.txt">
asdasd
</file>
==> flow_results.xml <==
<?xml version="1.0" encoding="UTF-8"?>
<metrics>
  <group name="drt">
    <metric name="detail_route.vias_per_cell" unit="">2.835</metric>
    <metric name="routed_wirelength" unit="microns">691</metric>
    <metric name="drcViolationCount" unit="">0</metric>
    <metric name="dr.pass1.iters" unit="">4</metric>
    <metric name="final_antenna_net_count" unit="">0</metric>
    <metric name="insertedDiodeCount" unit="">0</metric>
    <metric name="route.detailed.wl_per_inst" unit="microns">7.593</metric>
    <metric name="first_iter_violations" unit="">8</metric>
    <metric name="route.vias.total" unit="">258</metric>
  </group>
  <group name="synth">
    <metric name="ys_warn_count" unit="">0</metric>
    <metric name="yosys.area.top_type_share" unit="%">48.78</metric>
    <metric name="ys_ff" unit="">8</metric>
    <metric name="yosysChipArea" unit="sq um">410.4</metric>
    <metric name="ys_cells" unit="">40</metric>
    <metric name="post_syn_instances" unit="">40</metric>
    <metric name="largest_area_cell" unit="">sky130_fd_sc_hd__dfrtp_1</metric>
    <metric name="yosys-top-cells-area" unit="">sky130_fd_sc_hd__dfrtp_1 49%, sky130_fd_sc_hd__buf_4 16%, sky130_fd_sc_hd__and2_1 6.1%, sky130_fd_sc_hd__xnor2_1 4.3%, sky130_fd_sc_hd__ha_1 3.0%</metric>
    <metric name="syn_area_per_cell" unit="sq um">10.26</metric>
    <metric name="synth-seq-area-share" unit="%">48.78</metric>
    <metric name="syn_area" unit="sq um">410.4</metric>
    <metric name="synth.lib_cells_used.distinct" unit="">17</metric>
  </group>
  <group name="flow_run">
    <metric name="max_cap_viol_count" unit="">0</metric>
    <metric name="warnings" unit="">25</metric>
  </group>
  <group name="sta">
    <metric name="whs" unit="ps">305.7</metric>
    <metric name="totalNegativeSetupSlack" unit="ps">0</metric>
    <metric name="timing.final.hold_violations" unit="">0</metric>
    <metric name="timing_max_transition_violations_final" unit="">0</metric>
    <metric name="setup_violations" unit="">0</metric>
    <metric name="final.setup_skew" unit="ps">1.150</metric>
    <metric name="rsz0062_at_grt" unit="">no</metric>
    <metric name="fmaxAchievable" unit="GHz">0.7151</metric>
    <metric name="final.min_clock_period" unit="ps">1398</metric>
    <metric name="post-route-period-util" unit="%">87.40</metric>
  </group>
  <group name="hold_path">
    <metric name="hold_class" unit="">in -&gt; async</metric>
  </group>
  <group name="pwr">
    <metric name="pwr-share-clk" unit="%">20.6</metric>
    <metric name="power.combinational.fraction" unit="%">29.6</metric>
    <metric name="power.leakage" unit="nW">0.2103</metric>
    <metric name="p_int" unit="mW">0.4968</metric>
    <metric name="worst_ir_drop_vdd" unit="mV">0.5887</metric>
    <metric name="p_sw_share" unit="%">31.59</metric>
    <metric name="powerDensity" unit="mW/mm^2">1504</metric>
    <metric name="seqPwrFrac" unit="%">49.8</metric>
    <metric name="netsw" unit="mW">0.2294</metric>
  </group>
  <group name="critical_path">
    <metric name="timing.critical_path.required" unit="ps">1280</metric>
    <metric name="worstSetupPathType" unit="">reg -&gt; out</metric>
    <metric name="crit_path_cell_trace" unit="">clkdlybuf4s50_1</metric>
    <metric name="critical_path.endpoint_type" unit="">output pin</metric>
    <metric name="largest_fanout_on_the_critical_path" unit="">2</metric>
    <metric name="path_delay_family" unit="">buffers and inverters</metric>
    <metric name="critPathArrivalTime" unit="ps">1080</metric>
    <metric name="critical_path_buffers_and_inverters" unit="">1</metric>
    <metric name="max_stage_delay" unit="ps">480</metric>
    <metric name="slowest_stage_cell_on_the_critical_path" unit="">sky130_fd_sc_hd__clkdlybuf4s50_1</metric>
    <metric name="critical_path.startpoint_type" unit="">register</metric>
  </group>
  <group name="clock_tree">
    <metric name="clock-sinks" unit="">8</metric>
    <metric name="numCtsBuffers" unit="">3</metric>
    <metric name="cts.root.buffer_cell" unit="">sky130_fd_sc_hd__clkbuf_4</metric>
    <metric name="cts_max_path_buffers" unit="">2</metric>
    <metric name="ctsHtreeMaxLevel" unit="">1</metric>
    <metric name="post_cts.repair.setup_buffers" unit="">0</metric>
    <metric name="cts_hold_buffers" unit="">0</metric>
    <metric name="worstSkewPairLatency" unit="ps">250</metric>
    <metric name="clkSlewWorstSetupHoldPaths" unit="ps">50</metric>
    <metric name="cts_tree" unit="">built</metric>
    <metric name="ctsResizeCount" unit="">0</metric>
  </group>
  <group name="global_route">
    <metric name="grt_pass1_vias" unit="">285</metric>
    <metric name="grt_remaining_overflow" unit="">0</metric>
    <metric name="number_of_antenna_violations_at_the_first_check_in_global_routing" unit="">0</metric>
    <metric name="global_route_wire_length_before_repair" unit="mm">1.159</metric>
    <metric name="grt_start_max_net_pins" unit="">9</metric>
    <metric name="grt_use_total" unit="%">2.118</metric>
  </group>
  <group name="layout">
    <metric name="drive_gt1_share" unit="%">8.889</metric>
    <metric name="layout.area.seq" unit="sq um">200.2</metric>
    <metric name="flow.area_growth_from_synthesis" unit="%">17.68</metric>
    <metric name="fill_cells" unit="">401</metric>
    <metric name="multiInputGateArea" unit="sq um">168.9</metric>
  </group>
  <group name="floorplanning">
    <metric name="core_util_floorplan" unit="%">12.01</metric>
    <metric name="dieHeight" unit="microns">80</metric>
    <metric name="dieArea" unit="sq mm">0.006400</metric>
    <metric name="die_w" unit="microns">80</metric>
    <metric name="floorplan.rows" unit="">21</metric>
    <metric name="i_o_pin_count" unit="">13</metric>
    <metric name="floorplan.core_area" unit="sq mm">0.003416</metric>
  </group>
  <group name="placement">
    <metric name="gp_congestion" unit="">0.7470</metric>
    <metric name="port_buffers" unit="">3</metric>
  </group>
  <group name="status">
    <metric name="status" unit="">completed</metric>
  </group>
</metrics>
## stage by stage
step	instance area, sq um	std cells	total power, mW	setup WS [ps]	utilization, %
after global placement	460.4	88	0.5619	409.2	13.48
after floorplan	440.4	48	0.5376	509.4	-
final	483.0	91	0.7262	201.5	14.14
after CTS	483.0	91	0.7348	173.1	14.14
after global routing	483.0	91	0.7958	152.0	14.14
after detailed placement	460.4	88	0.5766	324.9	13.48
## cells in the mapped netlist
cell type / instances
sky130_fd_sc_hd__xor2_1: 1
sky130_fd_sc_hd__ha_1: 1
sky130_fd_sc_hd__nor2_1: 3
sky130_fd_sc_hd__xnor2_1: 2
sky130_fd_sc_hd__nor2b_1: 1
sky130_fd_sc_hd__o21ai_0: 1
sky130_fd_sc_hd__nor3_1: 1
sky130_fd_sc_hd__nand3_1: 1
sky130_fd_sc_hd__dfrtp_1: 8
sky130_fd_sc_hd__nand3_2: 1
sky130_fd_sc_hd__inv_1: 1
sky130_fd_sc_hd__a21o_1: 1
sky130_fd_sc_hd__buf_4: 9
sky130_fd_sc_hd__conb_1: 1
sky130_fd_sc_hd__and2_1: 4
sky130_fd_sc_hd__or4b_1: 1
sky130_fd_sc_hd__nand2_1: 3
## placed cells by master (no fill, tap or decap)
cell                              synthesis  routed
sky130_fd_sc_hd__a21o_1                   1       1
sky130_fd_sc_hd__and2_1                   4       4
sky130_fd_sc_hd__clkbuf_4                 0       3
sky130_fd_sc_hd__clkdlybuf4s50_1          0       3
sky130_fd_sc_hd__conb_1                   1       9
sky130_fd_sc_hd__dfrtp_1                  8       8
sky130_fd_sc_hd__ha_1                     1       1
sky130_fd_sc_hd__inv_1                    1       1
sky130_fd_sc_hd__nand2_1                  3       3
sky130_fd_sc_hd__nand3_1                  1       1
sky130_fd_sc_hd__nand3_2                  1       1
sky130_fd_sc_hd__nor2_1                   3       3
sky130_fd_sc_hd__nor2b_1                  1       1
sky130_fd_sc_hd__nor3_1                   1       1
sky130_fd_sc_hd__o21ai_0                  1       1
sky130_fd_sc_hd__or4b_1                   1       1
sky130_fd_sc_hd__xnor2_1                  2       2
sky130_fd_sc_hd__xor2_1                   1       1
## cell type report
type | instances | share of cell area (%)
Timing Repair Buffer | 3 | 6.218
Sequential cell | 8 | 41.45
Tap cell | 46 | 11.92
Inverter | 1 | 0.7772
Multi-Input combinational cell | 30 | 34.97
Clock buffer | 3 | 4.663
## worst paths after layout
kind / slack [ps] / cells past startpoint / start / endpoint
worst max-delay path: 200 / 1 / out_done / out_done
worst min register to register: 480 / 1 / counter[0] / counter[0]
worst min-delay path: 310 / 2 / in_rst / out_done
min in group clk0: 480 / 1 / counter[0] / counter[0]
worst max register to register: 420 / 3 / counter[2] / counter[5]
max in group asynchronous: 1070 / 2 / in_rst / counter[2]
## state kept, by name, summed over array words and instances (netlist names)
| register | count |
|---|---|
| out_done | 1 |
| reading | 1 |
| counter | 6 |
## power groups by stage
stage / clock, mW / combinational (mW) / sequential [mW]
final: 0.150 / 0.215 / 0.362
after global routing: 0.165 / 0.255 / 0.376
after CTS: 0.158 / 0.216 / 0.361
## layer usage
metal | up-vias | track usage (%) | part of all wire [%]
li1 | 121 | - | -
met1 | 120 | 2.697 | 44
met2 | 17 | 3.130 | 49
met3 | 0 | 0.9091 | 6.7
met4 | 0 | 0.7042 | 0
met5 | - | 0 | 0
## logic make-up after synthesis
family,after synthesis,synth area share (%)
fa+ha+maj,1,3.048
flops,8,48.78
compound gates,2,3.048
other cells,1,0.9138
xor+xnor,3,6.404
simple gates,15,20.42
buf+inv,10,17.38
Power and IR drop assume default switching activity.
